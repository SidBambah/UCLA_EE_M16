## ./run.sh

```bash
#!/bin/bash
# OpenROAD 26Q1-2900-gdf79404cd8, Yosys 0.63+post, stock flow scripts
make -C /OpenROAD-flow-scripts/flow DESIGN_CONFIG=/design/flow/config.mk WORK_HOME=/design/flow/orfs finish
```

## ./config.mk

```make
export PLATFORM = sky130hd
export DESIGN_NAME = dassign2
export DESIGN_NICKNAME = dassign2
export VERILOG_FILES = /design/flow/design.v
export SDC_FILE = /design/flow/constraint.sdc
export NUM_CORES = 4
export LEC_CHECK = 1
export CORE_UTILIZATION = 30
```

## ./constraint.sdc

```tcl
current_design dassign2

set clk_period 12.5
set clk_io_pct 0.2

create_clock -name clk0 -period $clk_period

set non_clock_inputs [all_inputs -no_clocks]
set_input_delay [expr $clk_period * $clk_io_pct] -clock clk0 $non_clock_inputs
set_output_delay [expr $clk_period * $clk_io_pct] -clock clk0 [all_outputs]
```

## ./design.v

```verilog
`timescale 1ns/100ps
module deciadd (digInA, digInB, sub, cin, digOut, cout);
input   [dlen:0]   digInA, digInB;
input   sub, cin;
output  [dlen:0]  digOut;
output  cout;
parameter dlen=3;
reg [dlen:0] digOut;
reg cout;
reg [4:0] sum; 
always@(*)
  begin
    if(sub)
      sum = digInA + ~digInB + 4'b1010 + cin;
    else
   		sum = digInA + digInB + cin;
  end
always@(*)
begin
  if(sum < 5'b01010)
    begin
      digOut = sum;
      cout = 1'b0;
    end
  else
    begin
      digOut = sum - 5'b01010;
      cout = 1'b1;
    end
end
endmodule
module dassign2 (wdinA, wdinB, sub, wdout, ovunflow);
input   [wlen:0]   wdinA;
input   [wlen:0]   wdinB;
input   sub;
output  [wlen:0]  wdout;
output  ovunflow;
parameter wlen=15;
parameter dlen=3;
reg   [wlen:0]   out;
wire [dlen:0] d1inA, d2inA, d3inA, d4inA;
wire [dlen:0] d1inB, d2inB, d3inB, d4inB;
wire [dlen:0] d1out, d2out, d3out, d4out;
wire cin;
wire cout1,cout2,cout3,cout4;
assign {d4inA,d3inA,d2inA,d1inA} = wdinA;
assign {d4inB,d3inB,d2inB,d1inB} = wdinB;
assign wdout = {d4out,d3out,d2out,d1out};
assign cin = sub ? 1 : 0;
deciadd dig1(d1inA, d1inB, sub, cin, d1out, cout1);
deciadd dig2(d2inA, d2inB, sub, cout1, d2out, cout2);
deciadd dig3(d3inA, d3inB, sub, cout2, d3out, cout3);
deciadd dig4(d4inA, d4inB, sub, cout3, d4out, cout4);
reg ovunflow;
  always@(*)
  begin
    ovunflow = 1'b0;
    if(d4inA < 4'b0101 && d4inB < 4'b0101 && ~sub && d4out >= 4'b0101)
      ovunflow = 1'b1;
    if(d4inA < 4'b0101 && d4inB >= 4'b0101 && sub && d4out >= 4'b0101)
      ovunflow = 1'b1;
    if(d4inA >= 4'b0101 && d4inB < 4'b0101 && sub && d4out < 4'b0101)
      ovunflow = 1'b1;
    if(d4inA >= 4'b0101 && d4inB >= 4'b0101 && ~sub && d4out < 4'b0101)
      ovunflow = 1'b1;
  end
endmodule
```

==> reports/metrics.cfg <==
[run_status]
status = completed

[synth]
synth.avg_cell_area_um2 = 8.224
area_leaders = ha_1 (27%), fa_1 (17%), inv_1 (11%)
synth.most_common_cell = inv_1
yosysTopAreaCell = ha_1
top_area_frac = 0.2748
common_cells = inv_1 (53), ha_1 (41), xnor2_1 (19)
syn_area_um2 = 1867
yosysSeqAreaShare = 0
syn_inst = 227
synth_cell_types = 36
yosysCellCount = 227
yosys_warnings = 2
yosysChipArea_um2 = 1867

[detailed_routing]
via_count = 1749
dr.pass1.iters = 4
diodes = 0
ant_nets = 0
vias_per_cell = 4.329
drt_wl_total_mm = 4.016
drt_iter0_drc = 17
drt-wirelength-per-cell_um = 9.941
drc_errors = 0

[sta]
setup_viol = 0
final_max_slew_viol_count = 0
layout_min_cycle_time_ns = 12.47
final_hold_viol_count = 0
fmax_ghz = 0.08020
rsz0062_at_grt = true
fin_setup_tns_ns = 0
fin_crit_sh = 0.9975
max_slew_margin = 0.7071
fin_ws_ns = 0.03153
hold_slack_ns = 5.724
tightest_slew_ns = 0.4348

[hold_path]
hold_depth = 4
hold_path_class = in2out

[placement]
place_area_um2 = 2764
globalplace.congestion = 0.7899
hpwlAfterDp_mm = 3.301
dp_cells = 385
io_buffer_count = 50
post-place-ws_ns = -1.233

[power]
pwr-share-clk = 0
peakVddDrop_uv = 76.85
p_int_uw = 174.1
seqPwrFrac = 0
power.leakage_uw = 0.001494
switchingPower_uw = 105.3
swShare = 0.3768
combPwrFrac = 1.000
pwr_density_cell_nw_per_um2 = 89.28

[critical_path]
crit_type = in2out
crit_arrival_ns = 9.97
worstSetupEndpointType = output port
crit_top_cell = inv_2
worst-path-max-fanout = 3
required_ns = 10.00
start_kind = input port
crit_end = ovunflow
crit_slowest_cell = fa_2
cp-startpoint = wdinB[0]
cpPeakStageDelay_ns = 0.44

[die]
design.core.area_um2 = 5956
rows = 28
die_h_um = 80.89
chip_area_um2 = 6542
die_x_um = 80.89
fp_util = 0.3134
num_io_pins = 50

[global_routing]
grt_max_degree = 19
antenna_found_initial = 0
grt_pass1_vias = 1760
grt_usage = 0.1371
grt_pass1_wl_mm = 7.182
grt-ovfl-total = 0

[cells_and_area]
n_sequential_cell = 0
fin_cells = 404
nFillCells = 537
clock_buffer_count = 0
drive_gt1_frac = 0.3982
flop_area_um2 = 0
comb_area_um2 = 1934
area_growth_syn_to_layout_pct = 67.63
final_cell_area_um2 = 3129

[job]
log.warning_count = 51
drv_cap = 0

[cts]
cts_hold_buf = 0

layout make-up:
type                            instances  area share
Tap cell                               75     0.02999
Multi-Input combinational cell        171      0.6182
Timing Repair Buffer                  105      0.2875
Inverter                               53     0.06437
per-layer routing:
| layer | vias up | GRT usage | wire, um |
|---|---|---|---|
| met5 | - | 0 | 0 |
| met4 | 0 | 0.005357 | 15 |
| met3 | 2 | 0.001140 | 91 |
| met2 | 25 | 0.2445 | 1921 |
| met1 | 782 | 0.1983 | 1987 |
| li1 | 940 | - | - |
worst min path at each step:
stage | startpoint | end
final | sub | wdout[0]
after CTS | sub | wdout[0]
after global routing | sub | wdout[0]
what timing repair did:
action                                  4_1_cts  5_1_grt
buffers inserted                             13        6
endpoints found under the setup margin        4        4
gates resized                                73       19
pin swaps                                    27       20
per-stage QoR:
stage	utilization	total power (uW)
after CTS	0.5017	260.1
final	0.5254	279.4
after global routing	0.5254	310.3
after floorplan	-	119.6
after global placement	0.4641	228.3
after detailed placement	0.4641	229.9
layout by cell type (no fill, tap or decap), types with 5 or more instances in the layout:
cell,netlist,final
ha_1,41,29
o21ai_2,0,6
inv_1,53,36
fa_2,0,11
nand2_1,11,10
inv_2,0,16
nor2_1,10,8
o21ai_0,11,5
a21o_1,7,7
buf_4,0,54
xnor2_1,19,16
ha_4,0,9
fa_1,16,5
clkdlybuf4s50_1,0,41
mux2i_1,11,8
a21oi_1,11,9
logic make-up (layout without fill, tap and decap cells):
logic type      after synthesis  in the layout  share of synthesized area
compound gates               47             47                     0.1669
xor+xnor                     21             21                    0.09853
simple gates                 33             33                    0.08847
fa+ha+maj                    57             57                     0.4464
buf+inv                      56            158                     0.1206
mux                          13             13                    0.07909
worst max-delay path, delay by kind of cell:
kind                       cells  cell delay [ns]
xor gates and xnor gates       1             0.16
muxes                          3             0.72
buffers and inverters         15             1.01
adders and majority gates     14             4.02
AOI/OAI and AO/OA              7             0.83
and+or+nand+nor                5             0.70
power by group through the flow:
stage	Combinational, uW	Sequential (uW)	Clock (uW)
after global routing	310	0	0
final	279	0	0
after CTS	260	0	0
No activity file was given, so power comes from the tool's default toggle rates.
