`design/flow/run.sh`:
```
#!/bin/bash
# OpenROAD 26Q1-2900-gdf79404cd8, Yosys 0.63+post, stock flow scripts
make -C /OpenROAD-flow-scripts/flow DESIGN_CONFIG=/design/flow/config.mk WORK_HOME=/design/flow/orfs finish
```
`design/flow/config.mk`:
```
export PLATFORM = sky130hd
export DESIGN_NAME = dassign3
export DESIGN_NICKNAME = dassign3
export VERILOG_FILES = /design/flow/design.v
export SDC_FILE = /design/flow/constraint.sdc
export NUM_CORES = 4
export LEC_CHECK = 1
export CORE_AREA = 10 10 71 71
export DIE_AREA = 0 0 81 81
```
`design/flow/constraint.sdc`:
```
current_design dassign3

set clk_period 1.0
set clk_io_pct 0.2

create_clock -name clk0 -period $clk_period [get_ports {clock}]

set non_clock_inputs [all_inputs -no_clocks]
set_input_delay [expr $clk_period * $clk_io_pct] -clock clk0 $non_clock_inputs
set_output_delay [expr $clk_period * $clk_io_pct] -clock clk0 [all_outputs]
```
`design/flow/design.v`:
```
module code_reg(
		input [7:0]  charcode_data,
		input [3:0]  charlen_data,
		input 	     char_load, shft_cnt,
		output [3:0] cntr_data, 
		output 	     shft_data,
		input 	     reset, clock
		 );
   reg [7:0] 	     shftr_o, shftr_i;
   reg [3:0] 	     cntr_o, cntr_i;
   always @(posedge clock) begin
      shftr_o <= shftr_i;
      cntr_o <= cntr_i;
   end
   wire		     shft_data;
   wire [3:0] 	     cntr_data;
   always @(*) begin
      if (reset) begin
	 shftr_i = 8'b00000000;
         cntr_i = 4'b0000;
      end
      else begin
	 if (char_load) begin  
       if(charlen_data == 4'b0000) begin
         cntr_i = 4'b0111;
       end
       else begin
       cntr_i = charlen_data;
       end
       shftr_i = charcode_data;
	 end
	 else begin  
	    if (shft_cnt) begin  
          shftr_i = shftr_i << shft_cnt;
          cntr_i = cntr_i - 1'b1;
	    end
	    else begin  
	    end
	 end  
      end  
   end  
   assign cntr_data = cntr_o;
   assign shft_data = shftr_o[7];
endmodule  
module dassign3(
		input 	    char_vald,
		input [7:0] charcode_data,
		input [3:0] charlen_data,
		output 	    char_next, led_drv,
		input 	    reset, clock
		);
  parameter START = 2'b00;
  parameter CHAR = 2'b01;
   wire       shft_data, sym_done, led_drv; 
   wire [3:0] cntr_data; 
   reg 	      char_next, char_load, shft_cnt, sym_strt;
   code_reg codestore0(charcode_data, charlen_data, char_load, 
                       sym_done, cntr_data, shft_data, reset, clock);
   led_fsm ledfsm0(sym_strt, shft_data, led_drv, sym_done, 
                   reset, clock);
  reg[1:0] fsm_st;
  reg[1:0] fsm_nx_st;
  always @(posedge clock) begin
      fsm_st <= fsm_nx_st;
   end
  always @(*) begin
    if(reset) begin
      fsm_nx_st = START;
	end
    case(fsm_st)
      START: begin
        if(char_vald == 1'b1) begin
          	sym_strt = 1'b1;
          	char_next = 1'b0;
          	char_load = 1'b1;
          	shft_cnt = sym_done;
            fsm_nx_st = CHAR;
        end
		else
          	sym_strt = 1'b0;
      end
      CHAR: begin
		char_next = 1'b1;
        fsm_nx_st = START;
      end
    endcase
  end
endmodule  
module led_fsm(
	       input  sym_strt, symbol,
	       output led_drv, sym_done,
	       input  reset, clock
	       );
   parameter START=3'b000;
   parameter DASH0=3'b001;
   parameter DASH1=3'b010;
   parameter DASH2=3'b011;
   parameter DOT0=3'b100;
   reg [2:0] 	     led_st;
   always @(posedge clock) begin
      led_st <= led_nx_st;
   end
   reg [2:0]  led_nx_st;
   reg 	      led_drv, sym_done;  
   always @(*) begin
      if (reset) begin
        led_drv = 1'b0;
        led_nx_st = START;
        sym_done = 1'b0;
      end
      else begin
	 case (led_st)
	   START: begin
         if(sym_strt == 1'b0) begin
           led_nx_st = START;
           led_drv = 1'b0;
           sym_done = 1'b0;
         end
         if(sym_strt == 1'b1) begin
           if(symbol == 1'b0) begin
             led_nx_st = DOT0;
             led_drv = 1'b1;
             sym_done = 1'b0;
           end
           if(symbol == 1'b1) begin
             led_nx_st = DASH0;
             led_drv = 1'b1;
             sym_done = 1'b0;
           end
         end
	   end  
	   DOT0: begin
         led_nx_st = START;
         led_drv = 1'b0;
         sym_done = 1'b1;
       end  
       DASH0: begin
         led_nx_st = DASH1;
         led_drv = 1'b1;
         sym_done = 1'b0;
       end  
       DASH1: begin
         led_nx_st = DASH2;
         led_drv = 1'b1;
         sym_done = 1'b0;
       end  
       DASH2: begin
         led_nx_st = START;
         led_drv = 1'b0;
         sym_done = 1'b1;
       end  
	   default: begin  
	   end
	 endcase  
      end  
   end  
endmodule  
```
==> results.toml <==
# physical design summary
[layout]
count_of_non_filler_cells_in_the_finished_layout = 95
final-seq-area_um2 = 240
final_cell_area_um2 = 556
layout.core_utilization_pct = 15.3
layout_top_cells_excl_fill_tap = "sky130_fd_sc_hd__dlxtn_1 (7), sky130_fd_sc_hd__dfxtp_1 (6), sky130_fd_sc_hd__clkdlybuf4s50_1 (5)"
final_layout_top_logic_cell = "sky130_fd_sc_hd__dlxtn_1"
logic_area_um2 = 156
fraction_of_layout_cells_with_a_size_suffix_above_1_pct = 12.8
area_grow_syn2layout_pct = 38.3
fillers = 414

[power]
finalPower_mw = 0.646
vdd_drop_max_mv = 0.865
leakagePower_nw = 0.203
p_per_area_nw_per_um2 = 1160

[routing]
drt_wl_total_um = 703
number_of_violations_reported_at_the_end_of_detailed_routing_iteration_0 = 4
ant_nets = 0
via_count = 293
viasPerCell = 3.08
drc_errors = 0
dr.pass1.iters = 3
wire_per_inst_um = 7.40
antenna_cells = 0

[global_route]
grt_first_pass_wirelength_mm = 1.28
grt_max_degree = 10
antenna_found_initial = 0
global_route.usage.total_pct = 2.37
globalRoute.totalOverflow = 0
via_count_of_the_first_global_routing_pass = 275

[place]
globalplace.congestion = 0.769
placed_area_um2 = 514
numPlacedInstances = 92
port_buffers = 5
hpwl_um = 526
placement.setup.worst_slack_ns = 0.157

[die]
placementRows = 22
floorplan.die_area_um2 = 6560
die-height_um = 81
floorplan.io_pins = 17
core_area_um2 = 3630
fp_util_pct = 11.1
dieWidth_um = 81

[clock_tree]
post_cts_resize_count = 0
cts_setup_buffers = 0
clock-root-buffer = "sky130_fd_sc_hd__clkbuf_8"
clkTransAtPathRegs_ns = 0.03
cts_hold_buffers = 0
cts.htree.levels = 1
tritoncts = "built"
cts-buffers-inserted = 3
cts_buffer_depth = 2

[logic_synthesis]
syn_avg_cell_area_um2 = 10.3
ys.flop_type = "sky130_fd_sc_hd__dlxtn_1"
synth.cellmix.xorXnorShare_pct = 4.36
synthCells = 39
synthAoiAreaFrac_pct = 10.6
mux_area_share_pct = 0
fa_ha_maj_cells_area_fraction_pct = 0
synth.ff_latch_count = 14
flip_flops_with_a_built_in_enable = 0
synthDistinctLibCells = 17
synthesis.yosys.warnings = 22
basic_gates_by_area_pct = 24.0
synthArstFlopShare_pct = 0
synth.logic.top_family = "simple AND/OR/NAND/NOR gates"
yosys_cells = 39
syn_area_um2 = 402
ys_chip_area_um2 = 402

[timing]
finalHoldViolCount = 0
timing.hold.ws_ns = 0.535
worst-slew-pin-transition_ns = 0.511
timing.final.ws_setup_ns = 0.381
slew-limit-headroom_pct = 65.9
setup_tns_ns = 0
unclocked_pins = 8
final.min_clock_period_ns = 0.619
untimed_endpoints = 15
timing.final.setup_violations = 0
rsz_0062_raised_after_global_routing = "false"
timing.fmax_ghz = 1.62
fin_crit_sh_pct = 61.9
timing_max_transition_violations_final = 0

[outcome]
run_status = "finished, final reports clean"

[min_path]
holdCritStartpoint = "charcode_data[7]"
worstHoldPathType = "in2reg"

[critical_path]
critical_path_buf_inv_count = 1
crit_fanout = 2
crit_path_start_kind = "input port"
crit_chain = "clkdlybuf4s50_1 > nor2b_1"
critical_path.max_stage_delay_ns = 0.48
worst-endpoint-arrival_ns = 0.73
cp_capture_type = "register"
cp.required_ns = 1.11
category_of_the_most_critical_setup_path = "in2reg"
worst_path_dominant_cell_family = "buffers and inverters"
worst_path_max_delay_cell = "sky130_fd_sc_hd__clkdlybuf4s50_1"
crit_path_start = "reset"

[job]
count_of_maximum_capacitance_violations = 0
tool_warnings = 36
## cells in the mapped netlist (all sizes together), types with 2 or more instances
library cell | instances | area, um^2
nor2 | 3 | 13.8
nor3 | 2 | 10.0
nor2b | 3 | 18.8
a31oi | 2 | 12.5
a21oi | 3 | 15.0
dlxtn | 7 | 105
nand2b | 4 | 25.0
dfxtp | 6 | 120
xnor2 | 2 | 17.5
## sequential cells by signal, indices dropped and copies added (netlist names)
signal              flops
ledfsm0.led_nx_st       3
ledfsm0.led_st          3
fsm_nx_st               2
fsm_st                  2
char_next               1
codestore0.shftr_o      1
ledfsm0.led_drv         1
sym_strt                1
## per-layer routing
metal | track usage [%] | part of all wire [%]
met1 | 3.35 | 51
met5 | 0 | 0
met2 | 3.03 | 38
met3 | 1.34 | 8.4
met4 | 0.519 | 2.7
## logic make-up (layout without fill, tap and decap cells)
family	Yosys count	after routing
xor+xnor	2	2
buf+inv	1	9
simple gates	15	15
flops	6	6
latches	8	8
compound gates	7	7
## area by class of cell
type / count / share of cell area (%)
timing repair buffer: 6 / 10.4
clock buffer: 3 / 7.43
sequential: 14 / 43.2
tap: 48 / 10.8
multi-input combinational: 24 / 28.2
## where the power goes
group | switching, mW | internal [mW]
Clock | 0.102 | 0.258
Sequential | 0.00388 | 0.250
Combinational | 0.0117 | 0.0203
## path summary, 6_finish.rpt
check	end	depth (start not counted)
worst min-delay path	codestore0.shftr_o[7]	2
worst max-delay path	codestore0.shftr_o[7]	2
Power and IR drop assume default switching activity.
